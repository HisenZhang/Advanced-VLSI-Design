File: config.mk
export PLATFORM = sky130hd
export DESIGN_NAME = fixed_point_mac
export DESIGN_NICKNAME = fixed_point_mac
export VERILOG_FILES = /design/flow/design.v
export SDC_FILE = /design/flow/constraint.sdc
export NUM_CORES = 4
export LEC_CHECK = 1
export CORE_UTILIZATION = 30
File: design.v
module fixed_point_mac #(
  parameter INPUT_WIDTH = 16,       
  parameter INPUT_FRAC_WIDTH = 15,  
  parameter COEFF_WIDTH = 16,       
  parameter COEFF_FRAC_WIDTH = 15,  
  parameter ACCUM_WIDTH = 35        
) (
  input wire clk,                               
  input wire reset,                             
  input wire signed [INPUT_WIDTH-1:0] sample,   
  input wire signed [COEFF_WIDTH-1:0] coefficient,  
  output reg signed [ACCUM_WIDTH-1:0] accumulator   
);
  wire signed [INPUT_WIDTH+COEFF_WIDTH-1:0] mult_result;
  assign mult_result = sample * coefficient;
  always @(posedge clk or posedge reset) begin
    if (reset) begin
      accumulator <= 0;
    end else begin
      accumulator <= accumulator + {{5{mult_result[INPUT_WIDTH+COEFF_WIDTH-1]}}, mult_result[INPUT_WIDTH+COEFF_WIDTH-2:INPUT_FRAC_WIDTH+COEFF_FRAC_WIDTH-30]};
    end
  end
endmodule
File: constraint.sdc
current_design fixed_point_mac

set clk_period 19.5
set clk_io_pct 0.2

create_clock -name clk0 -period $clk_period [get_ports {clk}]

set non_clock_inputs [all_inputs -no_clocks]
set_input_delay [expr $clk_period * $clk_io_pct] -clock clk0 $non_clock_inputs
set_output_delay [expr $clk_period * $clk_io_pct] -clock clk0 [all_outputs]
File: run.sh
#!/bin/bash
# OpenROAD 26Q1-2900-gdf79404cd8, Yosys 0.63+post, stock flow scripts
make -C /OpenROAD-flow-scripts/flow DESIGN_CONFIG=/design/flow/config.mk WORK_HOME=/design/flow/orfs finish
==> impl_metrics.xml <==
<?xml version="1.0" encoding="UTF-8"?>
<metrics>
  <group name="sta">
    <metric name="hold_violations_final" unit="">0</metric>
    <metric name="setup_total_negative_slack" unit="ps">0</metric>
    <metric name="tightestPinTransition" unit="ps">863</metric>
    <metric name="skew" unit="ps">6.07</metric>
    <metric name="fmax" unit="MHz">79.4</metric>
    <metric name="post-route-period-util" unit="">0.646</metric>
    <metric name="period_needed" unit="ps">12600</metric>
    <metric name="setup_violations" unit="">0</metric>
    <metric name="report.final.slew_viol_count" unit="">0</metric>
    <metric name="worst_hold_slack" unit="ps">506</metric>
    <metric name="slew_headroom" unit="">0.421</metric>
    <metric name="grt_setup_unrepaired" unit="">false</metric>
  </group>
  <group name="drt">
    <metric name="dr.first_iter.drc_count" unit="">401</metric>
    <metric name="wl_per_cell" unit="um">14.7</metric>
    <metric name="antenna_cells_inserted" unit="">0</metric>
    <metric name="avgViaCountPerCell" unit="">4.63</metric>
    <metric name="routed_wl" unit="mm">29.0</metric>
    <metric name="dr_total_vias" unit="">9135</metric>
    <metric name="drtPass1Iterations" unit="">7</metric>
    <metric name="drc" unit="">0</metric>
    <metric name="drtAntennaViolNets" unit="">0</metric>
  </group>
  <group name="floorplanning">
    <metric name="die.size.x" unit="um">207</metric>
    <metric name="die_height" unit="um">207</metric>
    <metric name="design.core.area" unit="um^2">41200</metric>
    <metric name="die-area" unit="um^2">43000</metric>
    <metric name="top_level_ports" unit="">69</metric>
    <metric name="floorplan.core_util" unit="">0.307</metric>
    <metric name="rows" unit="">74</metric>
  </group>
  <group name="hold_path">
    <metric name="min-delay-path-class" unit="">reg2reg</metric>
  </group>
  <group name="clock_network">
    <metric name="cts_max_path_buffers" unit="">2</metric>
    <metric name="ctsHoldBuffers" unit="">0</metric>
    <metric name="cts_htree_levels" unit="">2</metric>
    <metric name="clk_latency" unit="ps">280</metric>
    <metric name="worst_setup_hold_path_clk_slew" unit="ps">60</metric>
    <metric name="cts_inserted_buffers" unit="">5</metric>
    <metric name="cts_repair_resize_count" unit="">0</metric>
    <metric name="clock_tree.root_cell" unit="">sky130_fd_sc_hd__clkbuf_16</metric>
    <metric name="clock_sink_count" unit="">35</metric>
    <metric name="number_of_setup_buffers_added_after_cts" unit="">0</metric>
    <metric name="tritoncts" unit="">yes</metric>
  </group>
  <group name="worst_setup_path">
    <metric name="cell_count_of_the_worst_reg_to_reg_path" unit="">10</metric>
    <metric name="r2r_setup_slack" unit="ps">16230</metric>
    <metric name="crit_type" unit="">in2reg</metric>
    <metric name="critPathTopFamily" unit="">adder cells</metric>
    <metric name="crit_buf_inv" unit="">5</metric>
    <metric name="worst-endpoint-required" unit="ps">19650</metric>
    <metric name="regToRegEndpoint" unit="">accumulator[24]</metric>
    <metric name="critPathMaxFanout" unit="">16</metric>
    <metric name="worst_path_most_repeated_cell" unit="">sky130_fd_sc_hd__fa_1</metric>
    <metric name="setup.worst_path.end_class" unit="">register</metric>
    <metric name="worst_ep_arrival_time" unit="ps">12750</metric>
    <metric name="worstSetupStartpoint" unit="">coefficient[2]</metric>
    <metric name="worstReg2RegStart" unit="">accumulator[0]</metric>
    <metric name="worst_path_largest_cell_delay" unit="ps">900</metric>
    <metric name="critical_path.startpoint_type" unit="">input pin</metric>
    <metric name="cp_num_cells" unit="">28</metric>
    <metric name="worst_path_max_delay_cell" unit="">sky130_fd_sc_hd__clkdlybuf4s50_1</metric>
    <metric name="setup.worst_path.end" unit="">accumulator[34]</metric>
  </group>
  <group name="logic_synthesis">
    <metric name="synth.cell_area" unit="um^2">12700</metric>
    <metric name="synth_cell_type_count" unit="">59</metric>
    <metric name="synth_seq_share" unit="">0.0692</metric>
    <metric name="synth-edff-count" unit="">0</metric>
    <metric name="synth_stat.cells" unit="">1393</metric>
    <metric name="yosys.area_share.xor_xnor" unit="">0.0408</metric>
    <metric name="simple_gate_share" unit="">0.155</metric>
    <metric name="avgSynthCellArea" unit="um^2">9.09</metric>
    <metric name="synth-seq-cells" unit="">35</metric>
    <metric name="and_or_or_and_share_of_the_synthesized_area" unit="">0.0971</metric>
    <metric name="synth.mux.area_fraction" unit="">0.000790</metric>
    <metric name="synth.comb.largest_family" unit="">adder cells</metric>
    <metric name="fa_ha_area_frac" unit="">0.533</metric>
    <metric name="ys_area" unit="um^2">12700</metric>
    <metric name="asyncSetResetFlopFracSynth" unit="">1.00</metric>
    <metric name="synth_cells" unit="">1393</metric>
    <metric name="yosys_warnings" unit="">1</metric>
    <metric name="synth-main-ff-cell" unit="">sky130_fd_sc_hd__dfrtp_1</metric>
  </group>
  <group name="job">
    <metric name="cap_viol_max_count" unit="">0</metric>
    <metric name="log.warning_count" unit="">28</metric>
  </group>
  <group name="cells_and_area">
    <metric name="layout-drive-gt1-share" unit="">0.0194</metric>
    <metric name="largest_registers" unit="">accumulator (35)</metric>
    <metric name="largest_register_ff_count" unit="">35</metric>
    <metric name="finish.instance_area" unit="um^2">14100</metric>
    <metric name="largest_register" unit="">accumulator</metric>
    <metric name="layout-area-overhead-vs-synth" unit="%">11.3</metric>
  </group>
  <group name="global_route">
    <metric name="globalRouteOverflowTotal" unit="">0</metric>
    <metric name="grt_pass1_vias" unit="">9897</metric>
    <metric name="antenna_found_initial" unit="">0</metric>
    <metric name="grt_usage" unit="">0.151</metric>
    <metric name="grt_start_max_net_pins" unit="">36</metric>
    <metric name="grt_pass1_wl" unit="mm">50.8</metric>
  </group>
  <group name="place">
    <metric name="io_buffers" unit="">68</metric>
    <metric name="gp_congestion" unit="">0.897</metric>
    <metric name="detailedPlacementHpwl" unit="mm">24.4</metric>
    <metric name="post_dp_cell_area" unit="um^2">13900</metric>
  </group>
  <group name="run_status">
    <metric name="outcome" unit="">complete, no violations</metric>
  </group>
</metrics>
-- cell usage after synthesis (16+ instances only) --
cell type,number,share of area
sky130_fd_sc_hd__nand3_1,16,0.0063
sky130_fd_sc_hd__inv_1,311,0.092
sky130_fd_sc_hd__a21o_1,26,0.015
sky130_fd_sc_hd__fa_1,263,0.42
sky130_fd_sc_hd__ha_1,119,0.12
sky130_fd_sc_hd__o21ai_0,30,0.012
sky130_fd_sc_hd__and2_1,126,0.062
sky130_fd_sc_hd__a21oi_1,46,0.018
sky130_fd_sc_hd__nand2_1,149,0.044
sky130_fd_sc_hd__nor2_1,35,0.010
sky130_fd_sc_hd__xnor2_1,43,0.030
sky130_fd_sc_hd__clkbuf_1,34,0.010
sky130_fd_sc_hd__xor2_1,16,0.011
sky130_fd_sc_hd__dfrtp_1,35,0.069
-- placed cells by master (no fill, tap or decap), drive strengths merged, types with 11 or more instances in the layout --
master         count
inv              311
fa               263
nand2            150
and2             126
ha               119
clkdlybuf4s50     68
a21oi             46
xnor2             43
nor2              35
dfrtp             35
o21ai             30
a21o              27
nand3             16
xor2              16
a211oi            14
o21a              11
nor3              11
-- kinds of logic after synthesis --
kind of cell	count (synthesis)
mux	1
xor+xnor	59
compound gates	181
buf+inv	348
simple gates	387
fa+ha+maj	382
flops	35
-- routing by layer --
layer	track usage	wire length (um)	vias to the layer above
met4	0.0188	428	0
met5	0.00334	0	-
li1	-	-	4406
met1	0.226	13300	4465
met2	0.229	13300	237
met3	0.0469	1930	27
-- stage by stage --
| stage | instances | util | setup WS [ps] |
|---|---|---|---|
| after global routing | 1973 | 0.342 | 6240 |
| after floorplan | 1393 | - | 7980 |
| final | 1973 | 0.342 | 6900 |
| after global placement | 1965 | 0.338 | 6720 |
| after CTS | 1973 | 0.342 | 6840 |
| after detailed placement | 1965 | 0.338 | 6560 |
-- worst register-to-register path, cell delays in order, from the launching register on --
cell	delay [ps]
sky130_fd_sc_hd__dfrtp_1	380
sky130_fd_sc_hd__ha_1	240
sky130_fd_sc_hd__fa_1	420
sky130_fd_sc_hd__a21oi_1	200
sky130_fd_sc_hd__nand4b_1	170
sky130_fd_sc_hd__a21o_1	190
sky130_fd_sc_hd__a211o_1	190
sky130_fd_sc_hd__a31oi_1	150
sky130_fd_sc_hd__a211oi_1	780
sky130_fd_sc_hd__nor4b_1	110
sky130_fd_sc_hd__a311o_1	310
-- worst min path at each step --
stage                          start        endpoint  slack (ps)  cells after the start
after global routing  accumulator[0]  accumulator[0]         540                      1
final                 accumulator[0]  accumulator[0]         510                      1
after CTS             accumulator[0]  accumulator[0]         510                      1
-- area by class of cell --
type,instances,area (um^2)
timing repair buffer,77,748
clock inverter,1,7.51
clock buffer,7,153
multi-input combinational,1010,10500
sequential,35,876
inverter,311,1170
fill,4086,27100
tap,532,666
